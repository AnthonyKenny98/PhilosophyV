<file path="/design/flow/design.v">
`timescale 1ns / 1ps
`default_nettype none  
module mux2(selector, in0, in1, out);
	parameter BUS_WIDTH = 32;
	input  wire selector;
	input  wire [BUS_WIDTH-1:0] in0;  
	input  wire [BUS_WIDTH-1:0] in1;  
	output wire [BUS_WIDTH-1:0] out;
	assign out = selector ? in1 : in0;
endmodule
`default_nettype wire  
`timescale 1ns / 1ps
module mux4(selector, in00, in01, in10, in11, out);
	parameter BUS_WIDTH = 32;
	input wire [1:0] selector;
	input wire [BUS_WIDTH-1:0] in00, in01, in10, in11;
	wire [BUS_WIDTH-1:0] mux1_out, mux2_out;
	output wire [BUS_WIDTH-1:0] out;
	mux2 #(
		.BUS_WIDTH(BUS_WIDTH)
	) MUX1 (
		.selector(selector[0]),
		.in0(in00),
		.in1(in01),
		.out(mux1_out));
	mux2 #(
		.BUS_WIDTH(BUS_WIDTH)
	) MUX2 (
		.selector(selector[0]),
		.in0(in10),
		.in1(in11),
		.out(mux2_out));
	assign out = selector[1] ? mux2_out : mux1_out;
endmodule
`default_nettype wire  
</file>
<file path="/design/flow/run.sh">
#!/bin/bash
# OpenROAD 26Q1-2900-gdf79404cd8, Yosys 0.63+post, stock flow scripts
make -C /OpenROAD-flow-scripts/flow DESIGN_CONFIG=/design/flow/config.mk WORK_HOME=/design/flow/orfs finish
</file>
<file path="/design/flow/config.mk">
export PLATFORM = sky130hd
export DESIGN_NAME = mux4
export DESIGN_NICKNAME = mux4
export VERILOG_FILES = /design/flow/design.v
export SDC_FILE = /design/flow/constraint.sdc
export NUM_CORES = 4
export LEC_CHECK = 1
export CORE_AREA = 10 10 84 84
export DIE_AREA = 0 0 94 94
</file>
<file path="/design/flow/constraint.sdc">
current_design mux4

set clk_period 1.1
set clk_io_pct 0.2

create_clock -name clk0 -period $clk_period

set non_clock_inputs [all_inputs -no_clocks]
set_input_delay [expr $clk_period * $clk_io_pct] -clock clk0 $non_clock_inputs
set_output_delay [expr $clk_period * $clk_io_pct] -clock clk0 [all_outputs]
</file>
==> flow_metrics.env <==
# yosys + openroad results
export IMPL_cp_required_ns=0.88
export IMPL_synth_xor_area_share=0
export IMPL_slew_headroom=0.901
export IMPL_netlist_top_cell_by_area="mux4_2"
export IMPL_syn2layout_area_growth_pct=186
export IMPL_irDropWorstVdd_mv=0.165
export IMPL_layout_drive_gt1_share=0.369
export IMPL_cp_data_arrival_time_ns=1.14
export IMPL_grt_max_degree=17
export IMPL_ys_cells=39
export IMPL_hp_class="in2out"
export IMPL_p_clk_frac=0
export IMPL_top_cells_by_area="mux4_2, buf_12, mux4_1"
export IMPL_criticalPathCategory="in2out"
export IMPL_syn_inst=39
export IMPL_period_minus_slack_ns=1.36
export IMPL_hpwl_um=5670
export IMPL_top_cell_area_share=0.829
export IMPL_fa_ha_area_frac=0
export IMPL_openroad_warnings=35
export IMPL_synth_area_per_cell_um2=20.9
export IMPL_grt_pass1_wl_um=9230
export IMPL_synth_area_um2=815
export IMPL_layout_top_cells="dlygate4sd2_1, buf_2, mux4_2"
export IMPL_first_iter_violations=28
export IMPL_finalPower_mw=0.778
export IMPL_ys_area_um2=815
export IMPL_p_comb_frac=1.000
export IMPL_fp_util=0.156
export IMPL_power_frac_seq=0
export IMPL_hold_violations=0
export IMPL_leakage_nw=1.12
export IMPL_tightest_slew_ns=0.149
export IMPL_max_clock_freq_mhz=736
export IMPL_ios=162
export IMPL_intPower_mw=0.570
export IMPL_simple_gate_share=0
export IMPL_power_density_nw_per_um2=334
export IMPL_ctsHoldBuffers=0
export IMPL_p_sw_mw=0.208
export IMPL_synth_seq_share=0
export IMPL_vias_per_cell=4.31
export IMPL_endpoint_kind="output port"
export IMPL_dpl_cell_count=268
export IMPL_ys_top_logic_family="multiplexers"
export IMPL_slew_viol_final=0
export IMPL_rsz0062_at_grt="yes"
export IMPL_synthAoiAreaFrac=0
export IMPL_fin_setup_tns_ns=-7.28
export IMPL_wirelength_um=6520
export IMPL_status="complete, but fails checks"
export IMPL_cts_setup_buffers=0
export IMPL_finalNonFillerCells=274
export IMPL_num_vias=1181
export IMPL_grt_total_usage=0.142
export IMPL_die_height_um=94
export IMPL_ys_sh_mux=0.894
export IMPL_grt_antenna_before_repair=1
export IMPL_drt_pass1_iter_count=5
export IMPL_nClkBuffers=0
export IMPL_post_route_util=0.448
export IMPL_synth_cell_types=5
export IMPL_maxCapViolations=0
export IMPL_wl_per_cell_um=23.8
export IMPL_worst_slack_ns=-0.258
export IMPL_flop_area_um2=0
export IMPL_yosysWarnings=0
export IMPL_core_area_um2=5200
export IMPL_io_buffers=162
export IMPL_drc=0
export IMPL_lay_top_count="dlygate4sd2_1"
export IMPL_p_sw_frac=0.267
export IMPL_die_w_um=94
export IMPL_first_global_vias=1406
export IMPL_fin_hold_ws_ns=0.921
export IMPL_start_kind="input pin"
export IMPL_finalWeightedCongestion=0.871
export IMPL_failed_checks="negative setup slack"
export IMPL_flop_count=0
export IMPL_finalCritPeriodShare=1.23
export IMPL_die_area_um2=8840
export IMPL_rows=26
export IMPL_finalSetupViolations=32
export IMPL_critPathMaxFanout=7
export IMPL_ant_nets=0
export IMPL_grt_ovfl_total=0
synthesized netlist by cell type:
library cell and number:
buf_6 1, mux4_2 30, buf_12 3, mux4_1 2, buf_2 3
kinds of logic (layout without fill, tap and decap cells):
logic type / count (synthesis) / in the layout
buffers and inverters: 7 / 171
other: 0 / 1
muxes: 32 / 32
through the flow:
stage          instance area, um2  setup WS, ns
2_1_floorplan                 823       -0.0316
3_5_place_dp                 2490        -0.865
4_1_cts                      2330        -0.265
5_1_grt                      2330        -0.283
6_report                     2330        -0.258
3_3_place_gp                 2490        -0.853
routing by layer:
metal	vias to the layer above	track usage	routed length [um]
li1	538	-	-
met1	569	0.159	2130
met2	72	0.257	3670
met3	2	0.0606	679
met4	0	0.00633	34
met5	-	0	0
critical path, cell delays in order:
cell	delay, ns
buf_16	0.14
buf_12	0.13
mux4_2	0.50
buf_2	0.14
power groups by stage:
| stage | combinational, mW | sequential [mW] | clock (mW) |
|---|---|---|---|
| 4_1_cts | 0.796 | 0 | 0 |
| 6_report | 0.778 | 0 | 0.000000122 |
| 5_1_grt | 0.840 | 0 | 0 |
path summary, 6_finish.rpt:
check                       start      end  slack [ns]  cells after the start
worst max-delay path  selector[0]   out[5]       -0.26                      4
worst min-delay path     in11[14]  out[14]        0.92                      3
area by class of cell:
type,count,area [um2]
Fill cell,550,2880
Timing Repair Buffer,171,1520
Multi-Input combinational cell,32,721
Antenna cell,1,2.50
Tap cell,70,87.6
what timing repair did:
action | CTS | global route
gates cloned | 5 | 0
resized | 255 | 0
setup endpoints to repair | 32 | 32
Power figures rest on the tool's default switching activity, not on a simulated workload.
