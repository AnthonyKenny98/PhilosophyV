===== ./design.v =====
`timescale 1ns / 1ps
module decoder(enable, encoded, decoded);
	parameter N = 1;
	input enable;
	input [(N-1):0] encoded;
	output [(2**N-1):0] decoded;
	genvar ii;
	generate for(ii = 0; ii < 2**N; ii = ii + 1) begin : DECODER_AND_GATES
		assign decoded[ii] = enable & &(encoded ~^ ii);
	end endgenerate
endmodule
`timescale 1ns / 1ps
module register(clk, rst, d, q, ena);
	parameter N = 32;
	parameter NUM_VAL = 1;
	input wire clk, rst;
	input wire [NUM_VAL-1:0] ena;
	input wire [NUM_VAL*N-1:0] d;
	output reg [NUM_VAL*N-1:0] q;
	genvar r;
	generate 
		for (r = 1; r<=NUM_VAL; r=r+1) begin : REGISTERS
			always @(posedge clk) begin
				if(rst) begin
					q[r*N-1:(r-1)*N] <= 0;
				end
				else if (ena[r-1]) begin
					q[r*N-1:(r-1)*N] <= d[r*N-1:(r-1)*N];
				end
				else begin
					q[r*N-1:(r-1)*N] <= q[r*N-1:(r-1)*N];
				end
			end
		end
	endgenerate
endmodule
`default_nettype none
`timescale 1ns/1ps
module registerFile(clk, rst, rdAddr0, rdAddr1, wrAddr, rdData0, rdData1, wrData, wrEna);
	parameter REG_WIDTH = 32;
	input wire clk, rst, wrEna;
	input wire [5-1:0] rdAddr0, rdAddr1, wrAddr;
	input wire [REG_WIDTH-1:0] wrData;
	output reg [REG_WIDTH-1:0] rdData0, rdData1;
	wire [32-1:0] reg_enas;
	decoder #(5) REGISTER_DECODER (.enable(wrEna), .encoded(wrAddr), .decoded(reg_enas));
	wire signed [REG_WIDTH-1:0] r00, r01, r02, r03, r04, r05, r06, r07, r08, r09, r10, r11, r12, r13, r14, r15, r16, r17, r18, r19, r20, r21, r22, r23, r24, r25, r26, r27, r28, r29, r30, r31;
	assign r00 = 0;  
    register #(.N(REG_WIDTH)) R01 (.clk(clk), .d(wrData), .q(r01), .rst(rst), .ena(reg_enas[01]));
	register #(.N(REG_WIDTH)) R02 (.clk(clk), .d(wrData), .q(r02), .rst(rst), .ena(reg_enas[02]));
	register #(.N(REG_WIDTH)) R03 (.clk(clk), .d(wrData), .q(r03), .rst(rst), .ena(reg_enas[03]));
	register #(.N(REG_WIDTH)) R04 (.clk(clk), .d(wrData), .q(r04), .rst(rst), .ena(reg_enas[04]));
	register #(.N(REG_WIDTH)) R05 (.clk(clk), .d(wrData), .q(r05), .rst(rst), .ena(reg_enas[05]));
	register #(.N(REG_WIDTH)) R06 (.clk(clk), .d(wrData), .q(r06), .rst(rst), .ena(reg_enas[06]));
	register #(.N(REG_WIDTH)) R07 (.clk(clk), .d(wrData), .q(r07), .rst(rst), .ena(reg_enas[07]));
	register #(.N(REG_WIDTH)) R08 (.clk(clk), .d(wrData), .q(r08), .rst(rst), .ena(reg_enas[08]));
	register #(.N(REG_WIDTH)) R09 (.clk(clk), .d(wrData), .q(r09), .rst(rst), .ena(reg_enas[09]));
	register #(.N(REG_WIDTH)) R10 (.clk(clk), .d(wrData), .q(r10), .rst(rst), .ena(reg_enas[10]));
	register #(.N(REG_WIDTH)) R11 (.clk(clk), .d(wrData), .q(r11), .rst(rst), .ena(reg_enas[11]));
	register #(.N(REG_WIDTH)) R12 (.clk(clk), .d(wrData), .q(r12), .rst(rst), .ena(reg_enas[12]));
	register #(.N(REG_WIDTH)) R13 (.clk(clk), .d(wrData), .q(r13), .rst(rst), .ena(reg_enas[13]));
	register #(.N(REG_WIDTH)) R14 (.clk(clk), .d(wrData), .q(r14), .rst(rst), .ena(reg_enas[14]));
	register #(.N(REG_WIDTH)) R15 (.clk(clk), .d(wrData), .q(r15), .rst(rst), .ena(reg_enas[15]));
	register #(.N(REG_WIDTH)) R16 (.clk(clk), .d(wrData), .q(r16), .rst(rst), .ena(reg_enas[16]));
	register #(.N(REG_WIDTH)) R17 (.clk(clk), .d(wrData), .q(r17), .rst(rst), .ena(reg_enas[17]));
	register #(.N(REG_WIDTH)) R18 (.clk(clk), .d(wrData), .q(r18), .rst(rst), .ena(reg_enas[18]));
	register #(.N(REG_WIDTH)) R19 (.clk(clk), .d(wrData), .q(r19), .rst(rst), .ena(reg_enas[19]));
	register #(.N(REG_WIDTH)) R20 (.clk(clk), .d(wrData), .q(r20), .rst(rst), .ena(reg_enas[20]));
	register #(.N(REG_WIDTH)) R21 (.clk(clk), .d(wrData), .q(r21), .rst(rst), .ena(reg_enas[21]));
	register #(.N(REG_WIDTH)) R22 (.clk(clk), .d(wrData), .q(r22), .rst(rst), .ena(reg_enas[22]));
	register #(.N(REG_WIDTH)) R23 (.clk(clk), .d(wrData), .q(r23), .rst(rst), .ena(reg_enas[23]));
	register #(.N(REG_WIDTH)) R24 (.clk(clk), .d(wrData), .q(r24), .rst(rst), .ena(reg_enas[24]));
	register #(.N(REG_WIDTH)) R25 (.clk(clk), .d(wrData), .q(r25), .rst(rst), .ena(reg_enas[25]));
	register #(.N(REG_WIDTH)) R26 (.clk(clk), .d(wrData), .q(r26), .rst(rst), .ena(reg_enas[26]));
	register #(.N(REG_WIDTH)) R27 (.clk(clk), .d(wrData), .q(r27), .rst(rst), .ena(reg_enas[27]));
	register #(.N(REG_WIDTH)) R28 (.clk(clk), .d(wrData), .q(r28), .rst(rst), .ena(reg_enas[28]));
	register #(.N(REG_WIDTH)) R29 (.clk(clk), .d(wrData), .q(r29), .rst(rst), .ena(reg_enas[29]));
	register #(.N(REG_WIDTH)) R30 (.clk(clk), .d(wrData), .q(r30), .rst(rst), .ena(reg_enas[30]));
	register #(.N(REG_WIDTH)) R31 (.clk(clk), .d(wrData), .q(r31), .rst(rst), .ena(reg_enas[31]));
	always @(*) begin
		case (rdAddr0) 
			5'd00 : rdData0 = r00;
			5'd01 : rdData0 = r01;
			5'd02 : rdData0 = r02;
			5'd03 : rdData0 = r03;
			5'd04 : rdData0 = r04;
			5'd05 : rdData0 = r05;
			5'd06 : rdData0 = r06;
			5'd07 : rdData0 = r07;
			5'd08 : rdData0 = r08;
			5'd09 : rdData0 = r09;
			5'd10 : rdData0 = r10;
			5'd11 : rdData0 = r11;
			5'd12 : rdData0 = r12;
			5'd13 : rdData0 = r13;
			5'd14 : rdData0 = r14;
			5'd15 : rdData0 = r15;
			5'd16 : rdData0 = r16;
			5'd17 : rdData0 = r17;
			5'd18 : rdData0 = r18;
			5'd19 : rdData0 = r19;
			5'd20 : rdData0 = r20;
			5'd21 : rdData0 = r21;
			5'd22 : rdData0 = r22;
			5'd23 : rdData0 = r23;
			5'd24 : rdData0 = r24;
			5'd25 : rdData0 = r25;
			5'd26 : rdData0 = r26;
			5'd27 : rdData0 = r27;
			5'd28 : rdData0 = r28;
			5'd29 : rdData0 = r29;
			5'd30 : rdData0 = r30;
			5'd31 : rdData0 = r31;
			default: rdData0 = 0;
		endcase
		case (rdAddr1)
			5'd00 : rdData1 = r00;
			5'd01 : rdData1 = r01;
			5'd02 : rdData1 = r02;
			5'd03 : rdData1 = r03;
			5'd04 : rdData1 = r04;
			5'd05 : rdData1 = r05;
			5'd06 : rdData1 = r06;
			5'd07 : rdData1 = r07;
			5'd08 : rdData1 = r08;
			5'd09 : rdData1 = r09;
			5'd10 : rdData1 = r10;
			5'd11 : rdData1 = r11;
			5'd12 : rdData1 = r12;
			5'd13 : rdData1 = r13;
			5'd14 : rdData1 = r14;
			5'd15 : rdData1 = r15;
			5'd16 : rdData1 = r16;
			5'd17 : rdData1 = r17;
			5'd18 : rdData1 = r18;
			5'd19 : rdData1 = r19;
			5'd20 : rdData1 = r20;
			5'd21 : rdData1 = r21;
			5'd22 : rdData1 = r22;
			5'd23 : rdData1 = r23;
			5'd24 : rdData1 = r24;
			5'd25 : rdData1 = r25;
			5'd26 : rdData1 = r26;
			5'd27 : rdData1 = r27;
			5'd28 : rdData1 = r28;
			5'd29 : rdData1 = r29;
			5'd30 : rdData1 = r30;
			5'd31 : rdData1 = r31;
			default: rdData1 = 0;
		endcase
	end
	task print_hex;
	begin
		$display("r00::   $zero::%h",r00);
		$display("r01::     $at::%h",r01);
		$display("r02::     $v0::%h",r02);
		$display("r03::     $v1::%h",r03);
		$display("r04::     $a0::%h",r04);
		$display("r05::     $a1::%h",r05);
		$display("r06::     $a2::%h",r06);
		$display("r07::     $a3::%h",r07);
		$display("r08::     $t0::%h",r08);
		$display("r09::     $t1::%h",r09);
		$display("r10::     $t2::%h",r10);
		$display("r11::     $t3::%h",r11);
		$display("r12::     $t4::%h",r12);
		$display("r13::     $t5::%h",r13);
		$display("r14::     $t6::%h",r14);
		$display("r15::     $t7::%h",r15);
		$display("r16::     $s0::%h",r16);
		$display("r17::     $s1::%h",r17);
		$display("r18::     $s2::%h",r18);
		$display("r19::     $s3::%h",r19);
		$display("r20::     $s4::%h",r20);
		$display("r21::     $s5::%h",r21);
		$display("r22::     $s6::%h",r22);
		$display("r23::     $s7::%h",r23);
		$display("r24::     $t8::%h",r24);
		$display("r25::     $t9::%h",r25);
		$display("r26::     $k0::%h",r26);
		$display("r27::     $k1::%h",r27);
		$display("r28::     $gp::%h",r28);
		$display("r29::     $sp::%h",r29);
		$display("r30::     $fp::%h",r30);
		$display("r31::     $ra::%h",r31);
	end
	endtask
	task print_decimal;
	begin
		$display("r00::   $zero::%d",r00);
		$display("r01::     $at::%d",r01);
		$display("r02::     $v0::%d",r02);
		$display("r03::     $v1::%d",r03);
		$display("r04::     $a0::%d",r04);
		$display("r05::     $a1::%d",r05);
		$display("r06::     $a2::%d",r06);
		$display("r07::     $a3::%d",r07);
		$display("r08::     $t0::%d",r08);
		$display("r09::     $t1::%d",r09);
		$display("r10::     $t2::%d",r10);
		$display("r11::     $t3::%d",r11);
		$display("r12::     $t4::%d",r12);
		$display("r13::     $t5::%d",r13);
		$display("r14::     $t6::%d",r14);
		$display("r15::     $t7::%d",r15);
		$display("r16::     $s0::%d",r16);
		$display("r17::     $s1::%d",r17);
		$display("r18::     $s2::%d",r18);
		$display("r19::     $s3::%d",r19);
		$display("r20::     $s4::%d",r20);
		$display("r21::     $s5::%d",r21);
		$display("r22::     $s6::%d",r22);
		$display("r23::     $s7::%d",r23);
		$display("r24::     $t8::%d",r24);
		$display("r25::     $t9::%d",r25);
		$display("r26::     $k0::%d",r26);
		$display("r27::     $k1::%d",r27);
		$display("r28::     $gp::%d",r28);
		$display("r29::     $sp::%d",r29);
		$display("r30::     $fp::%d",r30);
		$display("r31::     $ra::%d",r31);
	end
	endtask
endmodule
`default_nettype wire

===== ./run.sh =====
#!/bin/bash
# OpenROAD 26Q1-2900-gdf79404cd8, Yosys 0.63+post, stock flow scripts
make -C /OpenROAD-flow-scripts/flow DESIGN_CONFIG=/design/flow/config.mk WORK_HOME=/design/flow/orfs finish

===== ./config.mk =====
export PLATFORM = sky130hd
export DESIGN_NAME = registerFile
export DESIGN_NICKNAME = registerFile
export VERILOG_FILES = /design/flow/design.v
export SDC_FILE = /design/flow/constraint.sdc
export NUM_CORES = 4
export LEC_CHECK = 1
export CORE_UTILIZATION = 50

===== ./constraint.sdc =====
current_design registerFile

set clk_period 10.1
set clk_io_pct 0.2

create_clock -name clk0 -period $clk_period [get_ports {clk}]

set non_clock_inputs [all_inputs -no_clocks]
set_input_delay [expr $clk_period * $clk_io_pct] -clock clk0 $non_clock_inputs
set_output_delay [expr $clk_period * $clk_io_pct] -clock clk0 [all_outputs]

==> CHANGELOG.md <==
### Metrics

* Status: finished clean
* Max Slew Vio Count at 0
* DRT Pass-1 Iters at 13
* Design area at 0.0547 mm²
* Post-synth regs at 992
* Min-delay worst type: register to register
* Seq/Total Area, Yosys at 0.411
* Ports at 114
* Yosys warning total at 2
* Synth area leader: dfxtp_1
* Drt drc at 0
* Maximum VDD drop at 0.000137 V
* H-Tree Depth at 3
* Initial DRC Count at 9849
* Post-CTS Setup Inserts at 0
* Max frequency at 0.119 GHz
* Layout Area Growth over Synthesis at 13.4%
* Final GP Congestion at about 1.1
* Cts bufs inserted at 107
* First-pass GRT wire length at 410 mm
* Number of flops mapped to enable cells by yosys at 0
* CTS tree: yes
* R2R Setup Slk at approximately 9000 ps
* Slew @ Worst Pin at 1250 ps
* Commonest cells in the synthesized netlist: nand2_1 (2110), a21oi_1 (1011), dfxtp_1 (992), clkbuf_1 (571), a22oi_1 (520)
* P_sw at 2380 µW
* Layout Skew at 0 ps
* Top cell area share at 0.411
* Placed inst area at 0.0509 mm²
* Vias per Instance at 7.42
* Root Buffer: clkbuf_16
* Share of layout cells above drive strength 1 at 0.0994
* Max-capacitance violation count at 0
* Power share of the sequential group at 0.443
* CP arrival at 6360 ps
* Setup CP Type: input port to output port
* Fin crit period at 8380 ps
* Dpl hpwl at 178 mm
* Clock Path Buffers at 3
* DR WL/cell at 39.1 µm
* Distinct lib cells used at around 64
* CP cell instances: clkdlybuf4s50_1, nor3b_2, buf_4, and2_2, buf_4, a22oi_1, nand4_1, or4_1, clkdlybuf4s50_1
* Antenna violations before repair at 34
* Routed wire length at 303 mm
* Largest net degree at the start of global routing at 154
* Area of the die at 0.0978 mm²
* Hold Path Stages at 2
* Cell at the slowest stage of the critical path: clkdlybuf4s50_1
* Input/output buffers at 113
* CTS resizes at 0
* Via Count at 57500
* CP endpoint kind: output port
* Slew headroom at 0.163
* Yosys Instances at between 6000 and 7000
* R2r startpoint: R09.q[27]
* Number of global-route vias before repair at 52400
* Rows at 113
* Clk pwr share at 0.483
* Pre-placement core utilization at 0.507
* Reg clk slew, reported paths at 60 ps
* RSZ-0062 raised after global routing: no
* Crit start category: input port
* WHS Endpoint: R04.q[23]
* Clock Sink Count at 992
* Die width at between 300 and 400 µm
* Power Dens Cells at between 150 and 200 mW/mm²
* Dominant flop cell: dfxtp_1
* Final Hold Vio Count at 0
* Final setup viols at 0
* Post-synthesis cell count at 6557
* Critical Path Max Stage Delay at 780 ps
* Avg Inst Size Synth at 7.36 µm²
* # hold bufs at CTS at 0
* Async S/R FF share, synth at 0
* Worst r2r path cells at 2
* Log Warnings at 40
* Hold_sp: R04.q[23]
* Switching part of the total at 0.266
* Fillcell total at roughly 8700
* Synth top cell by count: nand2_1
* Share of power burned in combinational logic at 0.074
* Fin Setup TNS at 0 ps
* Die H at 313 µm
* Cell area after synthesis at roughly 0.048 mm²
* Worst R2R End: R09.q[27]
* Top area cell types: dfxtp_1 (41%), nand2_1 (16%), a21oi_1 (10%)
* Post-DRT Antenna Nets at 0
* Grt ovf at 0
* Pleak at 0.0181 µW
* Worst-path fanout max at 41
* YS chip area at 0.0483 mm²
* Std-Cell Core Area at 0.0953 mm²
* Final core occ at 0.575
* Crit path DRT at 8080 ps
* Clk Latency, worst-skew pair at 720 ps
* Pint at 6580 µW
* Tot GR Track Use at 0.627
* Fin crit share at 0.830
==> how the worst max path moves through the flow <==
stage	startpoint	end	slack, ps	depth (start not counted)
6_report	rdAddr1[1]	rdData1[24]	1720	9
5_1_grt	rdAddr1[1]	rdData1[24]	1870	9
4_1_cts	rdAddr1[1]	rdData1[21]	2120	9
==> routing by layer <==
| metal | vias up | track usage | share of wire |
|---|---|---|---|
| met5 | - | 0.0479 | 0.0022 |
| met4 | 39 | 0.532 | 0.12 |
| met3 | 2185 | 0.393 | 0.18 |
| met2 | 5923 | 0.790 | 0.37 |
| met1 | 26500 | 0.740 | 0.32 |
| li1 | 22800 | - | - |
==> power groups by stage <==
stage	clock [µW]	combinational (µW)	sequential, µW
after CTS	4290	599	3970
final	4330	664	3970
after global routing	4440	637	3970
==> logic make-up (layout without fill, tap and decap cells) <==
family	after synthesis	count (layout)	share of synthesized area
flip-flops	992	992	0.411
other	0	36	0
AND/OR/NAND/NOR	2882	2882	0.258
buffers and inverters	669	561	0.0548
AND-OR/OR-AND	1890	1890	0.247
multiplexers	124	124	0.0287
==> placed cells by master, fill, tap and decap left out, drive strengths merged, types with 11 or more instances in the layout <==
cell and count:
a21oi 1011, clkbuf 145, nor2b 18, and2 24, nand4 131, a2111oi 56, nand2 2110, a22o 95
nand3b 14, mux2i 63, or4 46, a22oi 520, nor3b 26, a32oi 42, a221oi 22, buf 252
dfxtp 992, bufinv 15, and3 143, a222oi 20, and4 19, nor3 23, nand2b 14, clkinv 33
o21ai 56, nand3 183, o211ai 19, nor2 97, clkdlybuf4s50 105, mux2 56, o2bb2ai 11, diode 36
==> stage by stage <==
stage / setup slack [ps] / std cells / hold WS (ps) / power [µW]
2_1_floorplan: 4340 / 6557 / 440 / 4330
3_3_place_gp: 2150 / 7514 / 453 / 4650
3_5_place_dp: 2140 / 7514 / 458 / 4650
4_1_cts: 2120 / 7714 / 468 / 8860
5_1_grt: 1870 / 7720 / 486 / 9050
6_report: 1720 / 7750 / 468 / 8960
==> final cells by class <==
type | instances | area [µm²] | area share
clock inverters | 55 | 719 | 0.0131
well taps | 1265 | 1580 | 0.0289
inverters | 4 | 15.0 | 0.000274
diodes | 36 | 90.1 | 0.00165
clock buffers | 145 | 3080 | 0.0563
multi-input cells | 4896 | 26400 | 0.483
repair buffers | 357 | 2980 | 0.0543
flip-flops and latches | 992 | 19900 | 0.363
==> critical path: cells and delay by family <==
| family | cells | cell delay (ps) |
|---|---|---|
| AND/OR/NAND/NOR | 4 | 1570 |
| buffers and inverters | 4 | 2540 |
| AND-OR/OR-AND | 1 | 180 |
No activity file was given, so power comes from the tool's default toggle rates.
