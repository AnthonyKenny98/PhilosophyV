==> ./design.v <==
`timescale 1ns / 1ps
module decoder(enable, encoded, decoded);
	parameter N = 1;
	input enable;
	input [(N-1):0] encoded;
	output [(2**N-1):0] decoded;
	genvar ii;
	generate for(ii = 0; ii < 2**N; ii = ii + 1) begin : DECODER_AND_GATES
		assign decoded[ii] = enable & &(encoded ~^ ii);
	end endgenerate
endmodule
`timescale 1ns / 1ps
module edgcolRegisterFile(
    clk, rst, wrAddr, wrData, wrEna,
    rdData0, rdData1, rdData2, rdData3, rdData4, rdData5
);
    parameter REG_WIDTH = 32;
    input wire clk, rst, wrEna;
    input wire [3-1:0] wrAddr;
    input wire [REG_WIDTH-1:0] wrData;
    output wire [REG_WIDTH-1:0] rdData0, rdData1, rdData2, rdData3, rdData4, rdData5;
    wire [6-1:0] reg_enas;
    decoder #(3) REGISTER_DECODER (.enable(wrEna), .encoded(wrAddr), .decoded(reg_enas));
    register #(.N(REG_WIDTH)) R00 (.clk(clk), .d(wrData), .q(rdData0), .rst(rst), .ena(reg_enas[00]));
    register #(.N(REG_WIDTH)) R01 (.clk(clk), .d(wrData), .q(rdData1), .rst(rst), .ena(reg_enas[01]));
    register #(.N(REG_WIDTH)) R02 (.clk(clk), .d(wrData), .q(rdData2), .rst(rst), .ena(reg_enas[02]));
    register #(.N(REG_WIDTH)) R03 (.clk(clk), .d(wrData), .q(rdData3), .rst(rst), .ena(reg_enas[03]));
    register #(.N(REG_WIDTH)) R04 (.clk(clk), .d(wrData), .q(rdData4), .rst(rst), .ena(reg_enas[04]));
    register #(.N(REG_WIDTH)) R05 (.clk(clk), .d(wrData), .q(rdData5), .rst(rst), .ena(reg_enas[05]));
    task print_decimal;
    begin
        $display("r00::  %d",rdData0);
        $display("r01::  %d",rdData1);
        $display("r02::  %d",rdData2);
        $display("r03::  %d",rdData3);
        $display("r04::  %d",rdData4);
        $display("r05::  %d",rdData5);
    end
    endtask
endmodule
`default_nettype wire
`timescale 1ns / 1ps
module register(clk, rst, d, q, ena);
	parameter N = 32;
	parameter NUM_VAL = 1;
	input wire clk, rst;
	input wire [NUM_VAL-1:0] ena;
	input wire [NUM_VAL*N-1:0] d;
	output reg [NUM_VAL*N-1:0] q;
	genvar r;
	generate 
		for (r = 1; r<=NUM_VAL; r=r+1) begin : REGISTERS
			always @(posedge clk) begin
				if(rst) begin
					q[r*N-1:(r-1)*N] <= 0;
				end
				else if (ena[r-1]) begin
					q[r*N-1:(r-1)*N] <= d[r*N-1:(r-1)*N];
				end
				else begin
					q[r*N-1:(r-1)*N] <= q[r*N-1:(r-1)*N];
				end
			end
		end
	endgenerate
endmodule
==> ./run.sh <==
#!/bin/bash
# OpenROAD 26Q1-2900-gdf79404cd8, Yosys 0.63+post, stock flow scripts
make -C /OpenROAD-flow-scripts/flow DESIGN_CONFIG=/design/flow/config.mk WORK_HOME=/design/flow/orfs finish
==> ./config.mk <==
export PLATFORM = sky130hd
export DESIGN_NAME = edgcolRegisterFile
export DESIGN_NICKNAME = edgcolRegisterFile
export VERILOG_FILES = /design/flow/design.v
export SDC_FILE = /design/flow/constraint.sdc
export NUM_CORES = 4
export LEC_CHECK = 1
export CORE_UTILIZATION = 40
==> ./constraint.sdc <==
current_design edgcolRegisterFile

set clk_period 5.4
set clk_io_pct 0.2

create_clock -name clk0 -period $clk_period [get_ports {clk}]

set non_clock_inputs [all_inputs -no_clocks]
set_input_delay [expr $clk_period * $clk_io_pct] -clock clk0 $non_clock_inputs
set_output_delay [expr $clk_period * $clk_io_pct] -clock clk0 [all_outputs]
==> summary.txt <==
fresh numbers from the pnr run: actual transition at the worst max-transition pin=0.7784 ns, cts bufs inserted=17, element type at the critical path start=input port, core area=0.01821 sq mm, Pleak=4.620 nW, global route overflow=0, CP max FO=between 100 and 150, VDD IR max=between 0.2 and 0.25 mV, Die Height=139.0 microns, RD Place Congestion=0.8247, DRC Markers=0, CTS tree=yes, critical-path cell list=buf_4 -> buf_4 -> nand2b_1 -> mux2i_1, slowest CP cell=buf_4, Sink Count=192, total chip power=2.924 mW, H-tree lvl count=4, All-Layer GR Usage=0.2142, Final Max Slew Viols=0, layout cell share with drive strength beyond 1=0.04977, slew margin rel.=0.4811, ys cells=666, Max Cap Violations=0, Via Count=5208, PortBufs=between 200 and 250, Synth Seq Share=0.5117, RSZ-0062 raised after global routing=no, WL per Instance=17.77 microns, global-route wire length before repair=30910 microns, Top Layout Cells=228 x clkdlybuf4s50_1, 224 x nand2b_1, 192 x dfxtp_1, 192 x mux2i_1, 17 x clkbuf_16, post-CTS setup buffer count=0, Non-Filler Instances=between 1000 and 1500, IO Pins=roughly 230, Vias/cell=4.679, Period minus WS final=between 2 and 3 ns, clock slew at reported path FFs=roughly 0.070 ns, #FFs+latches synth=192, CP endpoint kind=flop, dpl cell area=between 0.009 and 0.01 sq mm, Detailed Routing Iterations Pass 1=24, largest net degree at the start of global routing=105, most used cell, CP=buf_4, Fmax=0.3918 GHz, WL final=19780 microns, vias in the first global route=between 5000 and 6000, CP required=~5.7 ns, initial antenna violation count=0, placed cells=~1100, status=finished clean, Clk Latency, worst-skew pair=slightly above 0.4 ns, area grow syn2layout=40.22%, CTS root buf=clkbuf_16, sequential cell area=roughly 0.0038 sq mm, crit path kind=input port to flop, Hold Path Class=flop to flop, Worst path max stage delay=approximately 0.60 ns, Logic area=0.003471 sq mm, Initial DRC Count=~190, clock buffer depth=2, # diodes=0, die width=139.0 microns, fin area=~0.011 sq mm, half-perimeter wire length after placement=between 10000 and 15000 microns, cell area after synthesis=0.007512 sq mm, Power Density=277.6 mW/mm^2, Resized Gates After CTS=0, final critical-path share of the clock period=0.4727, die area=~0.019 sq mm, Final Hold Viols=0, final setup vio count=0, average cell area after synthesis=11.28 sq um, Commonest Layout Cell=clkdlybuf4s50_1, chip area line of the yosys report=between 0.007 and 0.008 sq mm, CP arrival=2.82 ns, Mapped Cells=roughly 670, fill cell count=1479, number of routed nets with antenna violations=0, setup tns final=0 ns, Max Clock Skew=0 ns, fp util=0.4126, Synth Warn #=2, Cell Type Count=13, Post-CTS Hold Buffers=0, Tool Warnings=27, Row Count=49
==> registers in the layout, indices dropped and copies added, names as in the netlist <==
signal,count
R00.q,32
R01.q,32
R02.q,32
R03.q,32
R04.q,32
R05.q,32
==> path summary, 6_finish.rpt <==
check                                       startpoint                      to  cells past startpoint  slack [ns]
worst min-delay path            R00.q[18]$_SDFFE_PP0P_  R00.q[18]$_SDFFE_PP0P_                      2        0.47
worst max-delay path                               rst  R01.q[29]$_SDFFE_PP0P_                      4        2.85
worst max register to register  R04.q[20]$_SDFFE_PP0P_  R04.q[20]$_SDFFE_PP0P_                      2        4.75
worst min register to register  R00.q[18]$_SDFFE_PP0P_  R00.q[18]$_SDFFE_PP0P_                      2        0.47
==> cell usage after synthesis <==
master,n,area [sq um]
buf_6,4,45.04
nand4b_1,2,17.52
dfxtp_1,192,3844
nand2b_1,224,1401
clkbuf_2,2,10.01
buf_2,18,90.09
clkbuf_1,25,93.84
and4b_1,1,10.01
nor4b_4,1,23.77
or4b_4,1,13.76
nand4bb_1,3,33.78
mux2i_1,192,1922
buf_4,1,7.510
==> final cells by class <==
| type | instances | area share |
|---|---|---|
| Multi-Input combinational cell | 424 | 0.3295 |
| Timing Repair Buffer | 238 | 0.2238 |
| Sequential cell | 192 | 0.3649 |
| Tap cell | 229 | 0.02720 |
| Clock buffer | 19 | 0.04205 |
| Clock inverter | 11 | 0.01259 |
==> stage by stage <==
stage / worst slack [ns] / hold slack, ns / utilization
3_3_place_gp: 2.459 / 0.4596 / 0.5469
2_1_floorplan: 3.288 / 0.4343 / -
3_5_place_dp: 2.400 / 0.4639 / 0.5469
4_1_cts: 2.858 / 0.4739 / 0.5785
5_1_grt: 2.681 / 0.4870 / 0.5785
6_report: 2.847 / 0.4724 / 0.5785
==> worst max-delay path, delay by kind of cell <==
family	cells	cell delay [ns]
and+or+nand+nor	1	0.40
buffers and inverters	2	1.15
muxes	1	0.13
==> kinds of logic (layout without fill, tap and decap cells) <==
kind of cell | after synthesis | in the layout | synth area share
flops | 192 | 192 | 0.5117
simple gates | 232 | 232 | 0.1997
mux | 192 | 192 | 0.2558
buf+inv | 50 | 268 | 0.03281
==> metal layers <==
layer  vias up  share of wire  global-route usage
met3        11          0.063             0.06369
met1      2462           0.47              0.3139
met5         -              0                   0
met4         0          0.013             0.02515
li1       2608              -                   -
met2       127           0.46              0.3320
==> power by group <==
part           internal (mW)  switching, mW
sequential              1.45         0.0166
clock                  0.694          0.537
combinational          0.134         0.0947
total                   2.28          0.649
No activity file was given, so power comes from the tool's default toggle rates.
